==> design/flow/design.v <==
		// synthesis translate_off    // if XST then stop compiling
		// synthesis translate_on     // if XST then resume compiling
module Register(Clock, Reset, Set, Enable, In, Out);
	parameter		width = 		32;
	input			Clock, Enable, Reset, Set;
	input	[width-1:0]	In;
	output	[width-1:0]	Out;
	reg	[width-1:0]	Out;
	always @ (posedge Clock) begin
		if (Reset) Out <=			{width{1'b0}};
		else if (Set) Out <=			{width{1'b1}};
		else if (Enable) Out <=			In;
	end
endmodule
==> design/flow/run.sh <==
#!/bin/bash
# OpenROAD 26Q1-2900-gdf79404cd8, Yosys 0.63+post, stock flow scripts
make -C /OpenROAD-flow-scripts/flow DESIGN_CONFIG=/design/flow/config.mk WORK_HOME=/design/flow/orfs finish
==> design/flow/config.mk <==
export PLATFORM = sky130hd
export DESIGN_NAME = Register
export DESIGN_NICKNAME = Register
export VERILOG_FILES = /design/flow/design.v
export SDC_FILE = /design/flow/constraint.sdc
export NUM_CORES = 4
export LEC_CHECK = 1
export CORE_AREA = 10 10 95 95
export DIE_AREA = 0 0 105 105
==> design/flow/constraint.sdc <==
current_design Register

set clk_period 1.2
set clk_io_pct 0.2

create_clock -name clk0 -period $clk_period [get_ports {Clock}]

set non_clock_inputs [all_inputs -no_clocks]
set_input_delay [expr $clk_period * $clk_io_pct] -clock clk0 $non_clock_inputs
set_output_delay [expr $clk_period * $clk_io_pct] -clock clk0 [all_outputs]
==> metrics.yaml <==
cts_root_buffer: "clkbuf_8"
leakagePower_uw: 0.000933
slowest_delay_ps: 310
vias: 989
critPathRequiredTime_ps: 960
fin_skew_ps: 0
fp.dieArea_um2: 11000
end_kind: "output pin"
drt-total-wl_um: 3510
ys_ff: 32
drtIter0Drc: 22
hold_class: "in -> reg"
drc: 0
whs_ps: 504
outcome: "complete, no violations"
final.setup.tns_ps: 0
antennaDiodeCount: 0
place.gp.congestion: 0.735
vias_per_cell: 3.64
worstPathMaxFanout: 2
ys_warn_count: 1
synth.logic.top_family: "multiplexers"
cts_buffer_depth: 2
rsz0062_at_grt: "false"
crit_chain: "dlygate4sd2_1"
warnings: 25
drt_pre_antenna_iters: 2
setup_viol: 0
grt_pass1_vias: 995
seq_area_frac_synth_pct: 52.6
startpoint_type: "flop"
crit_buf_inv: 1
core-area_um2: 6910
drv_slew: 0
yosys.area_share.simple_pct: 0
hold_viol_final: 0
antenna_found_initial: 0
largest_reg_flops: 32
crit_arrival_ps: 830
grt_start_max_net_pins: 33
yosys.cell_types.count: 7
synth-xor-area-share_pct: 0
drive_gt1_share_pct: 23.9
grt_pass1_wl_um: 5690
post-route-period-util_pct: 89.3
cts.sinks: 32
grt_usage_pct: 6.14
overflow: 0
portBuffers: 67
pwr_density_cell_nw_per_um2: 1140
die_width_um: 105
fillers: 752
drv_cap: 0
path_clk_slew_ps: 60
compound_area_share_pct: 13.1
clkLatencyLatePin_ps: 270
fin_util_pct: 30.0
fp_util_pct: 17.6
timing.slew.headroom_pct: 89.8
syn2layout_area_growth_pct: 70.1
fin_crit_ps: 1070
cts_buffers: 5
die_height_um: 105
top_register: "Out"
ys_cells: 107
vdd_drop_max_mv: 0.302
critical_path_class: "reg -> out"
ant_nets: 0
yosysChipArea_um2: 1220
reg_top3: "Out: 32 flops"
dp_hpwl_um: 2660
syn_area_um2: 1220
crit_slowest_cell: "dfxtp_1"
drt-wirelength-per-cell_um: 12.9
adder_share_pct: 0
h-tree-depth: 2
syn_area_per_cell_um2: 11.4
pin_count: 68
core.rowCount: 30
cts_tree: "yes"
synth_cells: 107
worst_slew_pin_slew_ps: 149
clock.fmax_mhz: 933
synth.mux.area_fraction_pct: 26.3
crit_family: "flip-flops"
-- timing repair --
action                                  4_1_cts  5_1_grt
buffers inserted                              0        0
hold buffers                                  0        0
hold endpoints to repair                      0        0
resized                                      62        0
endpoints found under the setup margin       32        0
-- per-stage QoR --
| step | cells | instance area (um2) | setup slack, ps | power [uW] |
|---|---|---|---|---|
| 3_3_place_gp | 265 | 2000 | 55.3 | 1670 |
| 3_5_place_dp | 265 | 2000 | 49.5 | 1680 |
| 4_1_cts | 272 | 2070 | 107 | 2420 |
| 2_1_floorplan | 107 | 1220 | 337 | 1360 |
| 6_report | 272 | 2070 | 128 | 2360 |
| 5_1_grt | 272 | 2070 | 77.5 | 2520 |
-- layout by cell type (no fill, tap or decap) --
master / n
clkdlybuf4s50_1: 34
mux2i_1: 32
a21oi_1: 32
dlygate4sd2_1: 32
dfxtp_2: 30
clkbuf_8: 5
buf_12: 4
dfxtp_1: 2
inv_1: 1
clkbuf_1: 1
clkinv_2: 1
buf_2: 1
buf_4: 1
-- routing by layer --
metal | global-route usage, % | vias up | wire length (um)
met1 | 8.57 | 431 | 1710
met2 | 9.39 | 38 | 1570
li1 | - | 515 | -
met4 | 1.18 | 0 | 76
met3 | 1.61 | 5 | 155
met5 | 0 | - | 0
-- cell type report --
type / count / area, um2 / share of cell area (%)
Timing Repair Buffer: 72 / 713 / 34.4
Sequential cell: 32 / 678 / 32.7
Clock buffer: 6 / 72.6 / 3.50
Clock inverter: 1 / 5.00 / 0.241
Tap cell: 96 / 120 / 5.79
Multi-Input combinational cell: 64 / 480 / 23.2
Inverter: 1 / 3.75 / 0.181
-- worst reg2reg max path, cell delays in order (launching register included) --
cell	delay, ps
dfxtp_2	310
mux2i_1	140
a21oi_1	90
-- cells by family (layout without fill, tap and decap cells) --
family | Yosys count | count (layout)
DFF | 32 | 32
AOI/OAI and AO/OA | 32 | 32
muxes | 32 | 32
buffers and inverters | 11 | 80
-- Yosys cell counts --
library cell   n  area share, %
clkbuf_1       6            1.8
dfxtp_1       32             53
a21oi_1       32             13
mux2i_1       32             26
buf_6          1           0.92
buf_12         3            4.9
inv_1          1           0.31
-- power breakdown --
| group | switching [uW] | total, uW | leakage, uW | internal, uW |
|---|---|---|---|---|
| sequential | 34.7 | 1190 | 0.000273 | 1160 |
| clock | 362 | 755 | 0.0000410 | 393 |
| combinational | 133 | 407 | 0.000619 | 274 |
-- final timing paths --
check          start      end  slack (ps)  depth (start not counted)
max          Out[13]  Out[13]         130                          1
min           Enable  Out[29]         500                          4
max reg2reg   Out[5]   Out[5]         540                          2
min reg2reg  Out[28]  Out[28]         530                          2
Power is estimated from default activity; no workload was simulated.
