--- design/flow/design.v ---
		// synthesis translate_off    // if XST then stop compiling
		// synthesis translate_on     // if XST then resume compiling
module	Counter(Clock, Reset, Set, Load, Enable, In, Count);
	parameter		width = 		32,
				limited =		0;
	input			Clock, Enable, Reset, Set, Load;
	input	[width-1:0]	In;
	output	[width-1:0]	Count;
	reg	[width-1:0]	Count;
	wire			NoLimit;
	assign	NoLimit =				!limited;
	always @ (posedge Clock) begin
		if (Reset) Count <=						{width{1'b0}};
		else if (Set) Count <=						{width{1'b1}};
		else if (Load) Count <=						In;
		else if (Enable & (NoLimit | ~&Count)) Count <=			Count + 1;
	end
endmodule
--- design/flow/run.sh ---
#!/bin/bash
# OpenROAD 26Q1-2900-gdf79404cd8, Yosys 0.63+post, stock flow scripts
make -C /OpenROAD-flow-scripts/flow DESIGN_CONFIG=/design/flow/config.mk WORK_HOME=/design/flow/orfs finish
--- design/flow/config.mk ---
export PLATFORM = sky130hd
export DESIGN_NAME = Counter
export DESIGN_NICKNAME = Counter
export VERILOG_FILES = /design/flow/design.v
export SDC_FILE = /design/flow/constraint.sdc
export NUM_CORES = 4
export LEC_CHECK = 1
export CORE_AREA = 10 10 111 111
export DIE_AREA = 0 0 121 121
--- design/flow/constraint.sdc ---
current_design Counter

set clk_period 5.6
set clk_io_pct 0.2

create_clock -name clk0 -period $clk_period [get_ports {Clock}]

set non_clock_inputs [all_inputs -no_clocks]
set_input_delay [expr $clk_period * $clk_io_pct] -clock clk0 $non_clock_inputs
set_output_delay [expr $clk_period * $clk_io_pct] -clock clk0 [all_outputs]
==> CHANGELOG.md <==
### Physical design

- Outcome: finished, final reports clean
- Yosys adder share: 0.00631
- FP Core Util: 0.201
- Clock root cell: clkbuf_8
- Post-Synth XOR/XNOR Area: 0.106
- Crit-path leading delay family: buffers and inverters
- Largest net degree at the start of global routing: 35
- Yosys simple share: 0.302
- Worst path bufs/invs: 2
- Clock Skew: 4.38 ps
- Clk latency late pin: 280 ps
- Ao+oa area frac: 0.181
- # Cells Yosys: 239
- Min-delay worst type: reg -> reg
- Post-Syn Area: 0.00198 mm^2
- Cell Type Count: 49
- DR pass1 iterations: 4
- Vias in the first global route: 2,016
- Yosys Chip Area: 0.00198 mm^2
- Clock slew at reported path FFs: 70 ps
- Share of flip-flops with an asynchronous set or reset: 0
- DRT Wirelength: 6.93 mm
- Registers, synthesis: 32
- Antenna fix cells: 0
- Biggest regs: Count (32)
- TNS Setup: 0 ps
- Chip Area: 0.0146 mm^2
- Max FFs per register: 32
- CTS tree: built
- Num CTS Buffers: 5
- Synthesized instance count: 239
- Actual slew at the worst max-slew pin: 711 ps
- Die Y: 121 um
- Pleak: 0.970 nW
- Fin crit share: 0.554
- Wire per inst: 15.9 um
- R2r startpoint: Count[11]$_SDFFE_PP0P_
- Final hold violation count: 0
- CP required: 5810 ps
- Total grt overflow: 0
- Largest Register: Count
- Dominant logic cell types in the final layout: clkdlybuf4s50_1 (68), dfxtp_1 (32), nor2_1 (22)
- Std-Cell Rows: 36
- Max Cap Viol: 0
- Vias per cell: 4.66
- Global-route usage over all layers: 0.0947
- Core area: 0.00986 mm^2
- Slew Viols, Final: 0
- Layout cells sized above 1: 0.0726
- Resized cells post-CTS: 0
- Synth Seq Share: 0.323
- Initial detailed-routing violation count: 90
- Critical Path AT: 3310 ps
- IO Port Bufs: 68
- Post-synth EDFFs: 0
- Fin crit period: 3100 ps
- Slew Limit Headroom: 0.525
- Setup crit start kind: input pin
- Crit-path cells: clkdlybuf4s50_1 > inv_2 > nor4_4 > nand3_1 > or3_1 > a31oi_1
- Global placer's final weighted congestion: 0.845
- Detail Placement HPWL: 5.34 mm
- Area delta synth->final: 43.7%
- Top logic family: simple AND/OR/NAND/NOR gates
- Min-delay src: Count[31]$_SDFFE_PP0P_
- Final instance area: 0.00285 mm^2
- Worst Path Max Fanout: 19
- Max Clk Rate: 0.322 GHz
- Cell Area, Placed: 0.00277 mm^2
- Final Setup Violations: 0
- Initial antenna violation count: 0
- CP Class: in -> reg
- # hold bufs at CTS: 0
- Clock Tree Buf Depth: 2
- DRC viols: 0
- Post-synth top flop: dfxtp_1
- MUX area fraction: 0.0259
- Critical path origin: Enable
- H-tree levels: 2
- Die width: 121 um
- Critical path endpoint category: register
- Max incr delay on CP: 930 ps
- Stage-log warning count: 25
- Clock Sink Count: 32
- Yosys warning count: 1
- First-pass GRT wire length: 11.2 mm
- Total number of vias: 2,033
- Slowest-stage cell, CP: clkdlybuf4s50_1
- I/O pin cnt: 69
- Commonest Layout Cell: clkdlybuf4s50_1
- Max IR drop VDD: 0.0865 mV
- Cell Pwr Density: 199 mW/mm^2
- RSZ-0062 raised after global routing: false
- Syn avg cell area: 8.29 um^2
- Antenna viol nets, final: 0
- Post-CTS Setup Inserts: 0
## worst reg2reg max path, delay by kind of cell, from the launching register on
kind,cells,cell delay (ps)
AOI/OAI and AO/OA,1,160
and+or+nand+nor,4,1340
DFF,1,430
## synthesized netlist by cell type, types with 2 or more instances
cell type,instances,share of area
nor4_1,7,0.022
xor2_1,15,0.066
inv_1,6,0.011
and4_1,3,0.013
or3_1,8,0.025
nand2_1,12,0.023
nor3_2,2,0.010
nand3_1,13,0.033
dfxtp_1,32,0.32
nor3_1,6,0.015
o21ai_0,11,0.028
o21bai_1,2,0.0076
xnor2_1,9,0.040
a221oi_1,4,0.018
buf_6,2,0.011
nand4_1,9,0.028
a311oi_1,2,0.0088
nor2_1,22,0.042
a31oi_1,2,0.0063
a211oi_1,17,0.064
mux2i_1,4,0.020
a21oi_1,12,0.030
clkbuf_1,8,0.015
and3_1,6,0.019
## metrics by stage
stage	hold WS, ps	cells	setup slack (ps)	power (W)	util
2_1_floorplan	469	239	3160	0.000324	-
3_3_place_gp	501	429	2230	0.000405	0.281
3_5_place_dp	513	429	2210	0.000406	0.281
4_1_cts	522	436	2510	0.000572	0.289
5_1_grt	577	436	2220	0.000597	0.289
6_report	519	436	2500	0.000566	0.289
## final timing paths
check        slack, ps  cells after the start                     end
min                520                      2  Count[31]$_SDFFE_PP0P_
max reg2reg       3610                      5  Count[31]$_SDFFE_PP0P_
max               2500                      6  Count[29]$_SDFFE_PP0P_
min reg2reg        520                      2  Count[31]$_SDFFE_PP0P_
## final cells by class
type | count | area [um^2]
fill | 1052 | 7020
multi-input combinational | 185 | 1230
timing repair buffer | 71 | 703
sequential | 32 | 641
tap | 133 | 166
clock buffer | 6 | 72.6
inverter | 8 | 30.0
clock inverter | 1 | 5.00
## power by group
| group | total, W | switching (W) | leakage [nW] | internal [W] |
|---|---|---|---|---|
| Sequential | 0.000276 | 0.0000295 | 0.269 | 0.000247 |
| Clock | 0.000166 | 0.0000819 | 0.0410 | 0.0000844 |
| Combinational | 0.000124 | 0.0000453 | 0.660 | 0.0000785 |
## kinds of logic (layout without fill, tap and decap cells)
family | after synthesis | count (layout)
simple gates | 101 | 101
compound gates | 54 | 54
flops | 32 | 32
xor+xnor | 24 | 24
buf+inv | 22 | 86
mux | 5 | 5
fa+ha+maj | 1 | 1
## routing by layer
metal  track usage  share of wire  vias up
li1              -              -     1014
met1         0.134           0.47      952
met2         0.142           0.44       62
met3        0.0326          0.082        5
met4       0.00679         0.0052        0
met5             0              0        -
Power figures rest on the tool's default switching activity, not on a simulated workload.
