`./run.sh`:
```
#!/bin/bash
# OpenROAD 26Q1-2900-gdf79404cd8, Yosys 0.63+post, stock flow scripts
make -C /OpenROAD-flow-scripts/flow DESIGN_CONFIG=/design/flow/config.mk WORK_HOME=/design/flow/orfs finish
```
`./design.v`:
```
		// synthesis translate_off    // if XST then stop compiling
		// synthesis translate_on     // if XST then resume compiling
module IORegister(Clock, Reset, Set, Enable, In, Out);
	parameter		width = 		32;
	input			Clock, Enable, Reset, Set;
	input	[width-1:0]	In;
	output	[width-1:0]	Out;
	reg	[width-1:0]	Out;	 
	always @ (posedge Clock) begin
		if (Reset) Out <=			{width{1'b0}};
		else if (Set) Out <=			{width{1'b1}};
		else if (Enable) Out <=			In;
	end
endmodule
```
`./constraint.sdc`:
```
current_design IORegister

set clk_period 1.0
set clk_io_pct 0.2

create_clock -name clk0 -period $clk_period [get_ports {Clock}]

set non_clock_inputs [all_inputs -no_clocks]
set_input_delay [expr $clk_period * $clk_io_pct] -clock clk0 $non_clock_inputs
set_output_delay [expr $clk_period * $clk_io_pct] -clock clk0 [all_outputs]
```
`./config.mk`:
```
export PLATFORM = sky130hd
export DESIGN_NAME = IORegister
export DESIGN_NICKNAME = IORegister
export VERILOG_FILES = /design/flow/design.v
export SDC_FILE = /design/flow/constraint.sdc
export NUM_CORES = 4
export LEC_CHECK = 1
export CORE_AREA = 10 10 95 95
export DIE_AREA = 0 0 105 105
```
==> out/summary.txt <==
Routed length on met2: 1600 µm
Share of total power in sequential cells: 48.8%
Chip Width: 105 µm
Final Cell Area: 2000 µm²
Ys flop type: dfxtp_1
Critical Path AT: 0.78 ns
Initial antenna violation count: 0
Design Power: 2950 µW
Cycle use final: 98.0%
Crit-path max FO: 2
Switching share of power: 21.6%
Status: completed
Postcts setup bufs: 0
Synthesized area: 1220 µm²
Reg clk slew, reported paths: 0.06 ns
Hold_buf cts: 0
Capture point of the worst reg-to-reg path: Out[6]$_SDFFE_PP0P_
Unique cell types: 7
Clock network fraction of design power: 35.3%
Logic area: 480 µm²
Delay of the slowest critical-path stage: 0.32 ns
CTS Root Cell: clkbuf_8
Number of enable flip-flop cells: 0
# diodes: 0
Hold Slack: 0.464 ns
WL met1: 1660 µm
I/O Pins: 68
Area of the core: 6910 µm²
Gate Count Post-Synth: 107
# rows: 30
Syn_area_per_cell: 11.4 µm²
Synth cell count leaders: a21oi_1 (32), dfxtp_1 (32), mux2i_1 (32)
Top Family by Delay on Critical Path: flip-flops
NetSw: 637 µW
Fillcell total: 740
Final setup viols: 0
P per Cell Area: 1470 nW/µm²
Tot GR Track Use: 6.03%
Largest net degree at the start of global routing: 33
Reg area: 681 µm²
Number of vias per cell: 3.69
Slew HR: 90.0%
Area growth, synth to finish: 64.5%
Max Fclk: 1020 MHz
Critical path endpoint category: output pin
Comb power frac: 15.9%
Full die area: 11000 µm²
Final tally of hold violations: 0
DRT antenna net count: 0
Setup Skew: 0 ns
Asr flop ratio synth: 0%
Initial DRC Count: 18
Synth flops: 32
CTS tree: built
Cell Chain, Critical Path: clkdlybuf4s15_1
Number of global-route vias before repair: 1017
FF-to-FF path depth: 2
Avg WL per Cell: 13.0 µm
Max H-tree Level: 2
Reg2Reg Launch Point: Out[6]$_SDFFE_PP0P_
Area leader, netlist: dfxtp_1
Worst-Margin Slew: 0.146 ns
YS chip area: 1220 µm²
Startpoint Class: flop
Setup CP Type: reg -> out
Pre-antenna DRT Iters: 3
Int Power: 2320 µW
Port Buf Inserts: 67
Unrepaired setup endpoints after global routing: false
Yosys warnings: 1
Pleak: 0.000886 µW
Count of tool warnings: 25
Hold Path Cell Cnt: 4
Hold endpoint: Out[13]$_SDFFE_PP0P_
Buf/Inv on CP: 1
First-pass GRT wire length: 5580 µm
Largest registers: Out: 32 flops
MaxCap Viol Count: 0
Routed WL: 3540 µm
Clock buffer count from CTS: 5
Placed Area: 2000 µm²
Max Slew Vio Count: 0
Cells in synth_stat.txt: 107
Clock buffer depth: 2
Peak supply drop: 0.432 mV
Worst-Skew Late Latency: 0.28 ns
GP Congestion: 0.735
Routed met3 length: 199 µm
Register area share after synthesis: 52.6%
FF-to-FF setup slack: 0.35 ns
Reg with most FFs: Out
Fin crit period: 0.980 ns
Max FFs per register: 32
Hold Crit Start: Enable
Post-synth area hogs: dfxtp_1 (53%), mux2i_1 (26%), a21oi_1 (13%), buf_12 (4.9%), clkbuf_1 (1.8%)
DRC Markers: 0
FP Util: 17.6%
CP required: 0.80 ns
Chip Height: 105 µm
Clock sink count: 32
Highest Signal Layer: met4
CP max-delay cell: dfxtp_2
Hold Path Class: in -> reg
Via count: 1003
Share of layout cells above drive strength 1: 40.3%
Top-area cell share: 52.6%
Gr ovfl total: 0
==> power by group through the flow <==
stage / registers, µW / logic, µW / clock network (µW)
after CTS: 1440 / 515 / 1100
final: 1440 / 470 / 1040
after global routing: 1460 / 523 / 1150
==> how the worst max path moves through the flow <==
stage / to / slack [ns] / depth (start not counted) / startpoint
finish: Out[11] / 0.02 / 1 / Out[11]$_SDFFE_PP0P_
CTS: Out[20] / 0.002 / 1 / Out[20]$_SDFFE_PP0P_
global route: Out[11] / 0.00009 / 1 / Out[11]$_SDFFE_PP0P_
==> through the flow <==
| step | utilization [%] | setup WS [ns] | cells | setup TNS (ns) |
|---|---|---|---|---|
| floorplan | - | 0.177 | 107 | 0 |
| global placement | 28.9 | -0.105 | 265 | -3.12 |
| detailed placement | 28.9 | -0.119 | 265 | -3.51 |
| CTS | 30.6 | 0.00245 | 272 | 0 |
| global route | 29.0 | 0.0000892 | 272 | 0 |
| finish | 29.0 | 0.0198 | 272 | 0 |
==> layout make-up <==
type / instances / area share [%]
well taps: 96 / 5.99
flip-flops and latches: 32 / 34.0
inverters: 1 / 0.187
clock buffers: 7 / 4.81
multi-input cells: 64 / 24.0
repair buffers: 72 / 31.1
==> cells in the final DEF (no fill, tap or decap) <==
cell type / Yosys / routed
clkdlybuf4s50_1: 0 / 34
buf_12: 3 / 4
clkbuf_8: 0 / 7
buf_4: 0 / 1
mux2i_1: 32 / 32
buf_2: 0 / 5
inv_1: 1 / 1
dfxtp_2: 0 / 32
clkdlybuf4s15_1: 0 / 6
clkbuf_2: 0 / 22
a21oi_1: 32 / 32
==> timing repair <==
item                                    in CTS  in global routing
gates resized                              101                 22
hold endpoints to repair                     0                  0
endpoints found under the setup margin      32                 22
==> metal layers <==
layer,track usage [%],vias up
li1,-,520
met1,7.74,441
met2,9.83,37
met3,1.80,5
met4,1.18,0
met5,0,-
==> logic make-up (layout without fill, tap and decap cells) <==
| kind of cell | after synthesis | in the layout | share of synthesized area (%) |
|---|---|---|---|
| buf+inv | 11 | 80 | 8.01 |
| mux | 32 | 32 | 26.3 |
| compound gates | 32 | 32 | 13.1 |
| flops | 32 | 32 | 52.6 |
Power is estimated from default activity; no workload was simulated.
